===== ./config.mk =====
export PLATFORM = sky130hd
export DESIGN_NAME = i2c_slave_1
export DESIGN_NICKNAME = i2c_slave_1
export VERILOG_FILES = /design/flow/design.v
export SDC_FILE = /design/flow/constraint.sdc
export NUM_CORES = 4
export LEC_CHECK = 1
export CORE_AREA = 10 10 100 100
export DIE_AREA = 0 0 110 110

===== ./constraint.sdc =====
current_design i2c_slave_1

set clk_period 1.4
set clk_io_pct 0.2

create_clock -name clk0 -period $clk_period [get_ports {clk}]

set non_clock_inputs [all_inputs -no_clocks]
set_input_delay [expr $clk_period * $clk_io_pct] -clock clk0 $non_clock_inputs
set_output_delay [expr $clk_period * $clk_io_pct] -clock clk0 [all_outputs]

===== ./design.v =====
`timescale 1ns / 1ps
module i2c_slave_1(clk, reset, addr, data_wr, data_rd, rw,scl,sda,busy,state,count,i2c_clk);
	input clk, reset,rw;					
	input [2:0]addr;					
	input [7:0]data_wr;
	input scl, sda;
	output reg [7:0]data_rd;	
	output reg busy;										
	output reg [3:0]count;									
	output reg [6:0]state;	
	output reg i2c_clk;	
	localparam START = 0;					
	localparam READ = 1;					
	localparam READ_DATA = 2;			
	localparam ACK = 3;					
	localparam DIVIDE_BY = 4;
	reg counter2 = 0;
	reg data_rd_temp[7:0];
	initial i2c_clk = 1;
	always @(posedge clk) begin
		if (counter2 == (DIVIDE_BY/2) - 1) begin
			i2c_clk <= ~i2c_clk;
			counter2 <= 0;
		end
		else counter2 <= counter2 + 1;
	end 
	always @ (posedge i2c_clk, posedge reset)  
	begin					
		if (reset == 1)				
		begin							
		count <= 8;	 
		data_rd <= 0;	
		busy <= 0;
		state <= START;				
		end				
		else if (rw == 1)  
		case (state)				
		START:begin		
				busy <= 1;		
				if (sda == 1 && scl ==1 && count == 0)
				begin
				count <= 0;
				state <= START;
				end
				if (count == 8)
				begin
				if (sda == 0 && scl == 1)  
				begin
				state <= READ;		 
				end
				end
				end		
		READ:begin				
				if (count>0)  
				begin				
				state <= READ_DATA;		
				end		
				end		
		READ_DATA:begin				
					data_rd[count-1] <= sda;
					count <= count - 1;
					if (scl == 0)  
					state <= READ;
					else if (count == 0)	 
					state <= ACK;		
					end		
		ACK:begin	 
			 busy <= 0;
			 end
		default:begin
				busy <= 0;
				end
		endcase				
	end  
endmodule

===== ./run.sh =====
#!/bin/bash
# OpenROAD 26Q1-2900-gdf79404cd8, Yosys 0.63+post, stock flow scripts
make -C /OpenROAD-flow-scripts/flow DESIGN_CONFIG=/design/flow/config.mk WORK_HOME=/design/flow/orfs finish

==> out/metrics.csv <==
stage,metric,value,unit
run_status,outcome,finished clean,
synthesis,async set or reset register ratio after synthesis,0.909,
route,ANT cells,0,
power,Reg power frac,0.178,
route,vias,1019,
timing,fin crit period,1.30,ns
cells_and_area,Area Growth Syn to Fin,28.3,%
timing,FMAX,0.768,GHz
cells_and_area,Final Util,0.227,
power,P_sw,74.1,uW
die,Starting Density,0.177,
synthesis,Mapped Avg Cell Area,10.7,um^2
place,placed cell area,1730,um^2
critical_path,Critical Path End Type,primary output,
timing,Final Hold Vio Count,0,
timing,RSZ-0062 raised after global routing,false,
critical_path,Worst Path Required,1.12,ns
timing,Slew HR,0.512,
place,placed cells,249,
die,Top Ports,37,
critical_path,worst stage delay on the critical path,0.47,ns
die,core area,7810,um^2
route,ANT nets after route,0,
timing,WHS,0.390,ns
timing,final setup vio count,0,
power,internal power,271,uW
route,top layer in use,met4,
global_route,total track usage,0.0505,
cells_and_area,layout cell share with drive strength beyond 1,0.106,
global_route,initial antenna violation count,0,
die,row count,32,
route,DR WL met3,137,um
cts,CTS Hold Buffers Added,0,
synthesis,library cells used by synthesis,45,
global_route,largest net degree at the start of global routing,22,
critical_path,"Arr. time, crit path",1.02,ns
power,Leakage,0.000755,uW
cts,cells resized by post-CTS repair,0,
timing,Final Cycle Share,0.930,
cells_and_area,most frequent cells in the layout,"clkdlybuf4s50_1 (25), dfrtp_1 (19), inv_1 (13), ha_1 (12), nand3_1 (8)",
power,Clock Power Share,0.698,
hold_path,Hold Path Class,flip-flop to flip-flop,
synthesis,YS chip area,1380,um^2
power,Net Sw Frac,0.214,
flow_run,tool warnings,40,
cts,number of post-CTS setup repair buffers,0,
cts,CTS tree,built,
die,Die X,110,um
global_route,Congestion Overflow GR,0,
timing,Least-Margin Pin Slew,0.731,ns
die,DIE AREA,12100,um^2
cts,clock transition at the registers of the reported paths,0.03,ns
critical_path,Startpoint Class,flip-flop,
cts,later-pin clock latency in the skew report,0.21,ns
synthesis,Ys Warns,1,
cells_and_area,Final Non-Filler Cells,253,
flow_run,max cap viols,0,
synthesis,Dominant flop cell,dfrtp_1,
power,PD cells,195,nW/um^2
cts,Max clock buf depth,2,
route,routed len/inst,11.9,um
global_route,first-pass GRT wire length,5150,um
die,Die Height,110,um
power,peak supply drop,520,uV
synthesis,# Cells Yosys,129,
route,initial drt markers,37,
synthesis,Syn Inst Count,129,
place,buffers added on ports,25,
place,GPL Wtd Cong,0.745,
route,vias per cell,4.03,
synthesis,Syn Std Cell Area,1380,um^2
synthesis,Synth flops,22,
route,DRT Wirelength,3020,um
route,Met1 Wirelength,1510,um
timing,Post-Route Setup TNS,0,ns
timing,Clock Skew,0.00448,ns
power,combinational share of power,0.124,
global_route,vias in the first global route,1040,
timing,endpoints left unconstrained,40,
critical_path,CP bufs+invs,1,
timing,count of unclocked register or latch pins,20,
cells_and_area,Top cell excl fill/tap,clkdlybuf4s50_1,
critical_path,Worst Path Max Fanout,2,
synthesis,"EDFF count, synth",1,
cts,CTS root buf,clkbuf_8,
critical_path,"CP delay by family, top",buffers and inverters,
timing,Max Transition Viols Final,0,
critical_path,slowest CP cell,clkdlybuf4s50_1,
route,met2 routed WL,1350,um
synthesis,register area share after synthesis,0.399,
cells_and_area,"Design Area, Final",1780,um^2
route,Pre-antenna DRT Iters,4,
critical_path,Setup CP Type,flip-flop to primary output,
cts,CTS Buf Count,3,
place,Post-DP HPWL,2440,um
route,Post-route DRC,0,
critical_path,crit-path cells,clkdlybuf4s50_1,
cts,H-Tree Depth,1,
==> path summary, 6_finish.rpt <==
path / startpoint / to / slack, ns / depth (start not counted)
worst min-delay path: counter2 / counter2 / 0.39 / 1
worst min register to register: counter2 / counter2 / 0.39 / 1
worst max-delay path: i2c_clk / i2c_clk / 0.1 / 1
worst max register to register: i2c_clk / i2c_clk / 0.53 / 2
==> per-stage QoR <==
step           worst slack, ns  total power, uW
6_report                0.0974              345
3_3_place_gp             0.320              106
4_1_cts                 0.0778              356
2_1_floorplan            0.532             87.2
5_1_grt                 0.0470              369
3_5_place_dp             0.317              107
==> final cells by class <==
class	count	area (um^2)
Timing Repair Buffer	26	258
Fill cell	835	6030
Sequential cell	22	552
Multi-Input combinational cell	86	744
Tap cell	102	128
Inverter	13	48.8
Clock buffer	4	45.0
==> worst register-to-register path, stage by stage, from the launching register on <==
cell	delay (ns)
edfxtp_1	0.34
buf_4	0.22
inv_1	0.06
==> per-layer routing <==
metal	up-vias	global-route usage
met5	-	0
met4	0	0.00651
met3	2	0.0118
met2	15	0.0728
met1	480	0.0771
li1	522	-
==> cell usage after synthesis (all sizes together), types with 2 or more instances <==
library cell  instances  area share
a2111oi               2       0.017
dfrtp                19        0.34
buf                   3       0.014
nor3b                 2       0.014
mux2                  9       0.073
clkbuf                5       0.014
ha                   12        0.11
o21ai                 3       0.011
nor4                  6       0.027
and4bb                2       0.018
o2bb2ai               3       0.019
nand4                 4       0.023
o31ai                 2       0.011
nor4b                 3       0.034
nand2                 5       0.019
nand3                 8       0.029
or3                   4       0.018
nor2                  6       0.016
xor2                  2       0.013
inv                  13       0.035
==> flip-flops by register name (all words and copies together) (netlist names) <==
register / count
state: 7
counter2: 1
count: 4
i2c_clk: 1
busy: 1
data_rd: 8
==> cells by family (layout without fill, tap and decap cells) <==
| kind of cell | Yosys count | after routing | share of synthesized area |
|---|---|---|---|
| XOR/XNOR | 3 | 3 | 0.0298 |
| buffers and inverters | 21 | 43 | 0.0633 |
| AND-OR/OR-AND | 16 | 16 | 0.0940 |
| adder cells (fa/ha/maj) | 12 | 12 | 0.108 |
| AND/OR/NAND/NOR | 46 | 46 | 0.232 |
| multiplexers | 9 | 9 | 0.0732 |
| flip-flops | 22 | 22 | 0.399 |
==> power by group through the flow <==
stage | registers [uW] | logic, uW | clock network, uW
CTS | 61.5 | 44.7 | 250
global route | 61.4 | 49.4 | 258
finish | 61.5 | 43.0 | 241
Power and IR drop assume default switching activity.
