==> design/flow/design.v <==
`timescale 1ns / 1ps
module i2c_master(clk, reset, addr, data_wr, data_rd, rw,scl,sda,busy,state,count,i2c_clk);
	input clk, reset,rw;					
	input [2:0]addr;					
	input [7:0]data_wr, data_rd;	
	output reg busy;					
	output reg scl, sda;					
	output reg [3:0]count;									
	output reg [8:0]state;	
	output reg i2c_clk;	
	localparam START = 0;					
	localparam WRITE = 1;					
	localparam WRITE_DATA = 2;					
	localparam ACK = 3;					
	localparam STOP = 4;	
	localparam STOP2 = 5;
	localparam LAST = 6;
	localparam LAST2 = 7;
	localparam DIVIDE_BY = 4;
	reg counter2 = 0;
	initial i2c_clk = 1;
	always @(posedge clk) begin
		if (counter2 == (DIVIDE_BY/2) - 1) begin
			i2c_clk <= ~i2c_clk;
			counter2 <= 0;
		end
		else counter2 <= counter2 + 1;
	end 
	always @ (negedge i2c_clk, posedge reset)  
	begin					
		if (reset == 1)				
		begin				
		scl <= 1;				
		sda <= 1;				
		busy <= 0;				
		count <= 8;			
		state <= START;				
		end				
		else				
		case (state)				
		START:begin				
				busy = 1;		
				sda <= 0;  
				scl <= 1;  
				count <= 8;		
				state = WRITE;		
				end		
		WRITE:begin				
				if (count>0)  
					begin		
					scl <= 1;
					state <= WRITE_DATA;		
					end					
				else
					begin
					scl <= 1;
					state <= ACK;	
					end
				end		
		WRITE_DATA: begin				
					sda <= data_wr[count-1];
					scl <= 0; 
					count <= count - 1;
					state <= WRITE;					
					end
		ACK:begin				
			 scl <= 0; 	
			 sda <= 0;  
			 state <= STOP;			
			 end	
		STOP:begin
			 scl <= 1;
			 state <= STOP2;	
			 end
		STOP2:begin
			 scl <= 0; 					
			 busy <= 0;			
			 state <= LAST;
			 end
		LAST:begin
			 scl <= 1;
			 state <= LAST2;
			 end
		LAST2:begin
			  sda <= 1;  
			  end
		default:begin
				scl<=1;
				end
		endcase				
	end  
	endmodule
==> design/flow/run.sh <==
#!/bin/bash
# OpenROAD 26Q1-2900-gdf79404cd8, Yosys 0.63+post, stock flow scripts
make -C /OpenROAD-flow-scripts/flow DESIGN_CONFIG=/design/flow/config.mk WORK_HOME=/design/flow/orfs finish
==> design/flow/config.mk <==
export PLATFORM = sky130hd
export DESIGN_NAME = i2c_master
export DESIGN_NICKNAME = i2c_master
export VERILOG_FILES = /design/flow/design.v
export SDC_FILE = /design/flow/constraint.sdc
export NUM_CORES = 4
export LEC_CHECK = 1
export CORE_AREA = 10 10 70 70
export DIE_AREA = 0 0 80 80
==> design/flow/constraint.sdc <==
current_design i2c_master

set clk_period 1.0
set clk_io_pct 0.2

create_clock -name clk0 -period $clk_period [get_ports {clk}]

set non_clock_inputs [all_inputs -no_clocks]
set_input_delay [expr $clk_period * $clk_io_pct] -clock clk0 $non_clock_inputs
set_output_delay [expr $clk_period * $clk_io_pct] -clock clk0 [all_outputs]
==> Changelog: implementation <==
### Metrics

* Die Wd at 80 um
* Layout cell share with drive strength beyond 1 at 0.1154
* Root Driver: clkbuf_4
* Crit path launch type: flop
* Placed Area at 955.9 um2
* DRC at 0
* First-pass GRT wire length at 2953 um
* Comb area at 360.3 um2
* Storage cell area at 304.0 um2
* Initial antenna violation count at 0
* Total GRT Usage at 0.05514
* Layout area overhead at 33.28%
* CP peak stage delay at 0.37 ns
* RSZ-0062 raised after global routing: no
* CP required at 0.80 ns
* Rel. slew slack at 0.6807
* Max cap viols at 0
* RePlAce Congestion at 0.7850
* Crit end category: output port
* Syn Area/Cell at 8.729 um2
* Top cell area share at 0.2389
* Post-route insts no fill at 150
* Cts bufs inserted at 3
* DRT Wirelength at 1810 um
* Register pins left without a clock at 10
* Max VDD drop at 353.0 uV
* H-tree depth at 1
* Leak pwr at 0.3836 nW
* Final tally of hold violations at 0
* Setup Fix Bufs, Post-CTS at 0
* WP data arrival at 0.73 ns
* Slowest cell on the critical path: edfxtp_1
* Crit path time final at 0.9323 ns
* Floorplan utilization at 0.2147
* Number of global-route vias before repair at 628
* Chip Area, Yosys at 733.2 um2
* Final instance area at 977.2 um2
* CP Buf/Inv Count at 1
* HP Class: flop to flop
* Total congestion overflow at 0
* Status: finished, final reports clean
* Yosys cell types at 33
* CTS Hold Buffers Added at 0
* Vias at 658
* Most frequent logic cell in the layout: clkdlybuf4s50_1
* Pwr Density at 352.2 nW/um2
* Critical path class: flop to output port
* DPL Wire Length at 1377 um
* Achievable frequency at 1.073 GHz
* Endpoints left unconstrained at 20
* WL per Instance at 12.07 um
* CP Max Fanout at 2
* Largest net degree at the start of global routing at 14
* IO buf count at 20
* CTS tree: yes
* Antenna Cells at 0
* Ys Warns at 1
* Row count at 21
* Dpl cells at 146
* Synthesized instance count at 84
* Registers, synthesis at 12
* Post-CTS Resized at 3
* Worst Skew at 0.01072 ns
* CP delay by family, top: flip-flops
* Post-synth seq share at 0.4147
* Top cells excl fill/tap: clkdlybuf4s50_1, nand2_1, o21ai_0, dfrtn_1
* Top cells by area: dfrtn_1, dfstp_2, buf_4, nand2_1, o21ai_0
* Latency at later pin at 0.23 ns
* Count of tool warnings at 38
* Tcrit/Tclk final at 0.9323
* Slew Viols, Final at 0
* Yosys Instances at 84
* DR pass1 iterations at 4
* Cell area after synthesis at 733.2 um2
* Die Area at 6400 um2
* CORE AREA at 3416 um2
* Via density at 4.387
* Post-DRT Antenna Nets at 0
* DIE HEIGHT at 80 um
* Ports at 39
* Cell Chain, Critical Path: buf_2
* Buffers from clock root to sink, at most at 2
* Layout fillers at 368
* 1st-iter DRT viols at 36
* Worst-margin pin slew at 0.4669 ns
* Clk pin slew, worst setup/hold paths at 0.04 ns
* Area leader, netlist: dfrtn_1
* Setup violators final at 0
layer usage:
layer	GRT usage	up-vias	share of wire	wire [um]
li1	-	324	-	-
met1	0.08322	308	0.48	863
met2	0.07303	26	0.40	733
met3	0.02159	0	0.12	213
met4	0.007042	0	0	0
met5	0	-	0	0
registers in the layout, summed over array words and instances, names as in the netlist:
name / count
busy: 1
count: 4
counter2: 1
i2c_clk: 1
scl: 1
sda: 1
state: 3
logic make-up (layout without fill, tap and decap cells):
| group | count (synthesis) | in the layout | share of synthesized area |
|---|---|---|---|
| adder cells (fa/ha/maj) | 2 | 2 | 0.03412 |
| multiplexers | 4 | 4 | 0.05972 |
| flip-flops | 12 | 12 | 0.4147 |
| other | 1 | 6 | 0.005115 |
| buffers and inverters | 17 | 32 | 0.1194 |
| AND/OR/NAND/NOR | 31 | 31 | 0.2116 |
| AND-OR/OR-AND | 17 | 17 | 0.1553 |
power breakdown:
group | switching [mW] | total, mW | internal [mW]
combinational | 0.0182 | 0.0563 | 0.0381
clock | 0.0525 | 0.201 | 0.149
sequential | 0 | 0.0868 | 0.0868
cells in the mapped netlist:
cell type and number:
a2bb2oi_1 1, buf_4 6, and3_1 3, nand2_1 12
dfstp_2 3, inv_1 6, dfrtn_1 7, o311ai_0 1
clkinv_1 1, a21boi_0 1, o31a_1 1, buf_2 1
nor2b_1 1, nor4_1 3, a2bb2o_1 1, o21ai_0 7
mux2i_1 1, ha_1 2, a21oi_1 2, nor3b_1 1
nor2_1 5, conb_1 1, o41ai_1 1, dfxtp_1 1
nand3b_1 1, edfxtp_1 1, a22oi_1 1, or3_2 1
a2111oi_0 1, or4_1 2, mux2_2 3, nand3_1 2
clkbuf_1 3
area by class of cell:
type / instances / share of cell area
Clock buffer: 4 / 0.02689
Inverter: 7 / 0.02689
Timing Repair Buffer: 21 / 0.2074
Tap cell: 46 / 0.05890
Sequential cell: 12 / 0.3111
Multi-Input combinational cell: 60 / 0.3688
final timing paths:
kind	to	start	slack, ns	cells after the start
worst max-delay path	i2c_clk	i2c_clk	0.07	1
worst min-delay path	counter2	counter2	0.39	1
worst max register to register	i2c_clk	i2c_clk	0.16	2
worst min register to register	counter2	counter2	0.39	1
per-stage QoR:
step / util / hold WS (ns) / setup TNS, ns / power [mW] / setup slack, ns
detailed placement: 0.2799 / 0.3757 / -0.002838 / 0.1447 / -0.002838
floorplan: - / 0.3583 / 0 / 0.1215 / 0.2670
global route: 0.2861 / 0.4053 / 0 / 0.3813 / 0.0002227
global placement: 0.2799 / 0.3675 / -0.01213 / 0.1451 / -0.01213
finish: 0.2861 / 0.3932 / 0 / 0.3441 / 0.06774
CTS: 0.2861 / 0.3903 / 0 / 0.3576 / 0.04963
Power figures rest on the tool's default switching activity, not on a simulated workload.
