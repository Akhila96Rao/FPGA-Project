==> ./design.v <==
module spi_master_1(clk, spi_clk, reset, cs, miso, mosi, data_wr, state, count);
	input clk, reset;
	output reg spi_clk;
	output reg cs;
	output reg mosi;
	input miso;
	input [7:0]data_wr;
	output reg [3:0]state;
	localparam DIVIDE_BY = 4;
	reg counter2 = 0;
	output reg [3:0]count;
	localparam START = 0;
	localparam WRITE = 1;
	localparam WRITE_DATA = 2;
	localparam ACK = 3;
	initial spi_clk = 0;
	always @(posedge clk) begin
		if (counter2 == (DIVIDE_BY/2) - 1) begin
			spi_clk <= ~spi_clk;
			counter2 <= 0;
		end
		else counter2 <= counter2 + 1;
	end 
	always @ (posedge spi_clk)
	begin
	if (reset == 1)
	begin
		state <= START;
		cs <= 1;
		count <= 8;
		mosi <= 1;
	end
	else
	case(state)
	START:begin
			cs <=0 ;  
			count <= 8;
			state <= WRITE;
	end
	WRITE:begin				
			if (count>0)  
			begin		
				if (count == 4'd1)
				begin
				cs <= 1;
				end
				mosi <= data_wr[count-1];
				count <= count - 1;
			end
			else
			begin
			state <= ACK;	
			end
			end
	ACK:begin				
			cs <= 1; 
		 end
	default:begin
			cs <= 1;  
			end
	endcase
	end
endmodule
==> ./run.sh <==
#!/bin/bash
# OpenROAD 26Q1-2900-gdf79404cd8, Yosys 0.63+post, stock flow scripts
make -C /OpenROAD-flow-scripts/flow DESIGN_CONFIG=/design/flow/config.mk WORK_HOME=/design/flow/orfs finish
==> ./config.mk <==
export PLATFORM = sky130hd
export DESIGN_NAME = spi_master_1
export DESIGN_NICKNAME = spi_master_1
export VERILOG_FILES = /design/flow/design.v
export SDC_FILE = /design/flow/constraint.sdc
export NUM_CORES = 4
export LEC_CHECK = 1
export CORE_AREA = 10 10 77 77
export DIE_AREA = 0 0 87 87
==> ./constraint.sdc <==
current_design spi_master_1

set clk_period 1.2
set clk_io_pct 0.2

create_clock -name clk0 -period $clk_period [get_ports {clk}]

set non_clock_inputs [all_inputs -no_clocks]
set_input_delay [expr $clk_period * $clk_io_pct] -clock clk0 $non_clock_inputs
set_output_delay [expr $clk_period * $clk_io_pct] -clock clk0 [all_outputs]
==> impl_metrics.env <==
# source this file to load flow results
export IMPL_run_status="finished, final reports clean"
export IMPL_syn_to_final_growth_pct=38.6
export IMPL_grt_max_degree=15
export IMPL_wl_met2_um=739
export IMPL_max_freq_mhz=917
export IMPL_hold_viol=0
export IMPL_holdCritPathClass="reg -> reg"
export IMPL_cp_buffers_inverters=1
export IMPL_yosysWarnings=1
export IMPL_cts_max_path_buffers=2
export IMPL_warnings=27
export IMPL_place_area_um2=823
export IMPL_layout_worst_path_cycle_share_pct=90.9
export IMPL_crit_family="flip-flops"
export IMPL_dr_pass1_iters=4
export IMPL_untimed_endpoints=16
export IMPL_cts_tree="done"
export IMPL_path_cells="dlygate4sd2_1"
export IMPL_initialDrtViolationCount=32
export IMPL_ys_flops=10
export IMPL_ir_worst_vdd_mv=0.564
export IMPL_clockRootBuffer="clkbuf_8"
export IMPL_critPathRequiredTime_ns=0.96
export IMPL_drcViolationCount=0
export IMPL_wl_mm=1.59
export IMPL_maxCapViolCount=0
export IMPL_pin_count=22
export IMPL_layout_drive_gt1_share_pct=7.61
export IMPL_holdBufCountCts=0
export IMPL_ys_types=30
export IMPL_maxSlewViolCount=0
export IMPL_rsz0062_at_grt="false"
export IMPL_max_stage_delay_ns=0.37
export IMPL_design_area_um2=867
export IMPL_first_global_vias=543
export IMPL_crit_path_top_delay_cell="edfxtp_1"
export IMPL_wl_met1_um=795
export IMPL_hold_start="counter2"
export IMPL_gp_congestion=0.763
export IMPL_power_leakage_nw=0.315
export IMPL_setup_viol=0
export IMPL_worstSkewPairLatency_ns=0.21
export IMPL_chip_area_um2=7570
export IMPL_unclocked_pins=8
export IMPL_synth_stat_cells=76
export IMPL_cts_buffers=3
export IMPL_final_common_cell="clkdlybuf4s50_1"
export IMPL_power_density_nw_per_um2=464
export IMPL_ys_area_um2=626
export IMPL_crit_type="reg -> out"
export IMPL_end_kind="output port"
export IMPL_clock_skew_ns=0.00726
export IMPL_path_clk_slew_ns=0.03
export IMPL_setup_tns_ns=0
export IMPL_worstReg2RegStart="spi_clk"
export IMPL_vias=556
export IMPL_worstPathMaxFanout=2
export IMPL_routed_wl_met3_um=51
export IMPL_coreArea_um2=4350
export IMPL_antenna_cells=0
export IMPL_highest_signal_layer="met3"
export IMPL_die_w_um=87
export IMPL_portBuffers=18
export IMPL_antenna_found_initial=0
export IMPL_cp_arrival_ns=0.85
export IMPL_syn_instance_count=76
export IMPL_overflow=0
export IMPL_routedWlPerCell_um=11.0
export IMPL_syn_avg_cell_area_um2=8.23
export IMPL_cp_startpoint="spi_clk"
export IMPL_ys_seq_share_pct=33.6
export IMPL_fp_row_count=24
export IMPL_ant_nets=0
export IMPL_critPathLaunchType="flop"
export IMPL_grt_pass1_wl_mm=2.61
export IMPL_final_cell_mix="clkdlybuf4s50_1 (17), dfxtp_1 (9), a21oi_1 (7)"
export IMPL_die_y_um=87
export IMPL_grt_usage_pct=4.09
export IMPL_hpwl_mm=1.22
export IMPL_htree_levels=1
export IMPL_synthesis_area_um2=626
export IMPL_routed_via_density=3.86
export IMPL_finalCriticalPeriod_ns=1.09
export IMPL_fp_util_pct=14.4
==> metrics by stage <==
| stage | hold WS, ns | setup WS (ns) | total power (W) | util [%] | std cells |
|---|---|---|---|---|---|
| 2_1_floorplan | 0.358 | 0.494 | 0.0000939 | - | 77 |
| 3_3_place_gp | 0.367 | 0.152 | 0.000120 | 18.9 | 140 |
| 3_5_place_dp | 0.369 | 0.158 | 0.000120 | 18.9 | 140 |
| 4_1_cts | 0.375 | 0.103 | 0.000410 | 19.9 | 144 |
| 5_1_grt | 0.402 | 0.0659 | 0.000421 | 19.9 | 144 |
| 6_report | 0.381 | 0.109 | 0.000403 | 19.9 | 144 |
==> state kept, by name, summed over array words and instances (netlist names) <==
register,count
count,4
state,2
counter2,1
cs,1
mosi,1
spi_clk,1
==> metal layers <==
layer / track usage, % / vias to the layer above
li1: - / 297
met1: 5.76 / 250
met2: 6.53 / 9
met3: 0.755 / 0
met4: 0.442 / 0
met5: 0 / -
==> what timing repair did <==
action                     4_1_cts  5_1_grt
setup endpoints to repair        1        0
setup buffers                    0        0
resized                          1        0
==> Yosys cell counts, drive strengths merged <==
| cell type | count | area share (%) |
|---|---|---|
| dfxtp | 9 | 29 |
| conb | 1 | 0.60 |
| nor2b | 1 | 1.0 |
| inv | 6 | 3.6 |
| nand3 | 2 | 1.6 |
| nor3 | 4 | 3.2 |
| nand2 | 5 | 3.0 |
| or4 | 2 | 3.0 |
| ha | 2 | 4.0 |
| o31ai | 2 | 2.4 |
| a31oi | 1 | 1.0 |
| nor4b | 1 | 1.4 |
| clkbuf | 1 | 1.2 |
| nor2 | 7 | 4.6 |
| a22oi | 1 | 1.2 |
| and2 | 2 | 2.0 |
| nor3b | 1 | 3.0 |
| nand3b | 1 | 1.2 |
| mux2i | 4 | 6.4 |
| buf | 7 | 8.2 |
| a21oi | 7 | 5.6 |
| o31a | 1 | 1.4 |
| edfxtp | 1 | 4.8 |
| o221ai | 2 | 2.8 |
| o21ai | 5 | 4.0 |
==> path summary, 6_finish.rpt <==
path                                 end  slack [ns]  cells after the start
worst max-delay path             spi_clk        0.11                      1
worst max register to register   spi_clk        0.42                      2
worst min register to register  counter2        0.38                      1
worst min-delay path            counter2        0.38                      1
==> power breakdown <==
| part | leakage, nW | internal, W | switching (W) |
|---|---|---|---|
| Clock | 0.0228 | 0.000226 | 0.0000581 |
| Combinational | 0.206 | 0.0000317 | 0.0000148 |
| Sequential | 0.0862 | 0.0000723 | 0 |
| Total | 0.315 | 0.000330 | 0.0000729 |
==> layout make-up <==
type / instances / area (um2)
Tap cell: 52 / 65.1
Timing Repair Buffer: 19 / 186
Clock buffer: 4 / 45.0
Fill cell: 466 / 3490
Sequential cell: 10 / 210
Inverter: 6 / 22.5
Multi-Input combinational cell: 53 / 338
==> logic make-up (layout without fill, tap and decap cells) <==
family                   after synthesis  in the layout  share of synthesized area (%)
AND-OR/OR-AND                         19             19                           18.4
flip-flops                            10             10                           33.6
adder cells (fa/ha/maj)                2              2                           4.00
other                                  1              2                          0.599
buffers and inverters                 14             29                           13.0
multiplexers                           4              4                           6.40
AND/OR/NAND/NOR                       26             26                           24.0
Power is estimated from default activity; no workload was simulated.
